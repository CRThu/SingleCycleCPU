===== flow/run.sh =====
#!/bin/bash
# OpenROAD 26Q1-2900-gdf79404cd8, Yosys 0.63+post, stock flow scripts
make -C /OpenROAD-flow-scripts/flow DESIGN_CONFIG=/design/flow/config.mk WORK_HOME=/design/flow/orfs finish

===== flow/config.mk =====
export PLATFORM = sky130hd
export DESIGN_NAME = register
export DESIGN_NICKNAME = register
export VERILOG_FILES = /design/flow/design.v
export SDC_FILE = /design/flow/constraint.sdc
export NUM_CORES = 4
export LEC_CHECK = 1
export CORE_UTILIZATION = 40

===== flow/constraint.sdc =====
current_design register

set clk_period 13.3
set clk_io_pct 0.2

create_clock -name clk0 -period $clk_period [get_ports {clk}]

set non_clock_inputs [all_inputs -no_clocks]
set_input_delay [expr $clk_period * $clk_io_pct] -clock clk0 $non_clock_inputs
set_output_delay [expr $clk_period * $clk_io_pct] -clock clk0 [all_outputs]

===== flow/design.v =====
module register(
        input   wire            clk,
        input   wire            reset_n,
        input   wire    [4:0]   addr1,
        output  reg     [31:0]  read1,
        input   wire    [4:0]   addr2,
        output  reg     [31:0]  read2,
        input   wire            we3,
        input   wire    [4:0]   addr3,
        input   wire    [31:0]  write3
    );
    reg [31:0] register_block [31:0];
    always@(*)
    begin
        if(addr1 == 5'b00000)
        begin
            read1 <= 32'h0;
        end
        else
        if(addr1 == addr3 && we3)
        begin
            read1 <= write3;
        end
        else
        begin
            read1 <= register_block[addr1];
        end
        if(addr2 == 5'b00000)
        begin
            read2 <= 32'h0;
        end
        else
        if(addr2 == addr3 && we3)
        begin
            read2 <= write3;
        end 
        else
        begin
            read2 <= register_block[addr2];
        end
    end
    integer i;
    always @(posedge clk or negedge reset_n)
    begin
        if(!reset_n)
        begin
            for(i=0;i<32;i=i+1)
                register_block[i] = 32'h0;
        end
        else
        begin
            if(we3 && (addr3 != 5'b00000))
                register_block[addr3] <= write3;
        end
    end
endmodule  

==> results_dict.tcl <==
# metrics dict for downstream scripts
set metrics [dict create \
    finalPower_mw 8.83 \
    postSynthCellCount 4550 \
    cts_made_buffers 111 \
    hold_viol 0 \
    finalMaxSlewViolations 0 \
    crit_top_cell "buf_4" \
    clock_sinks 992 \
    fin_tns_setup_ns 0 \
    min_period_over_period_pct 75.6 \
    die_y_um 361 \
    drc 0 \
    port_buffers 113 \
    via_per_inst 7.43 \
    ys_seq_share_pct 48.0 \
    drt-pass1-iter-count 8 \
    yosys_cells 4550 \
    drive_gt1_share_pct 34.0 \
    regArea_um2 24800 \
    routed_wl_um 295000 \
    synth-async-reset-ratio_pct 100 \
    synth_area_per_cell_um2 11.4 \
    overflow 0 \
    die_w_um 361 \
    yosysTopAreaCell "dfrtp_1" \
    num_rows 131 \
    grt_first_pass_wirelength_um 398000 \
    regMostFlops "register_block" \
    cap_violations 0 \
    maxSlewHeadroom_pct 3.89 \
    startpoint_type "input port" \
    power_density_nw_per_um2 149 \
    grt_start_max_net_pins 118 \
    ys_chip_area_um2 51700 \
    die_area_um2 131000 \
    met2_usage_pct 60.8 \
    hp-class "reg2reg" \
    r2r_cells 1 \
    clkLatencyLatePin_ns 0.76 \
    fin_skew_ns 0 \
    switching_share_pct 30.3 \
    p_int_mw 6.16 \
    drtIter0Drc 6195 \
    synth-edff-count 0 \
    path_depth 11 \
    critPathArrivalTime_ns 7.39 \
    rsz0062_at_grt "false" \
    place_congestion 1.08 \
    area_delta_synth_final_pct 14.6 \
    initial_utilization_pct 40.4 \
    worst_pin_slew_ns 1.43 \
    cp_slowest_stage_delay_ns 1.19 \
    grt.met3_usage_pct 27.0 \
    path_clk_slew_ns 0.06 \
    n_fill_cell 11600 \
    antenna_found_initial 28 \
    fin_crit_ns 10.05 \
    postCtsHoldBufs 0 \
    final-comb-area_um2 25400 \
    grt_pass1_vias 45600 \
    critPathBufInv 5 \
    vdd_drop_max_uv 121 \
    finalSetupViolations 0 \
    leakage_nw 26.4 \
    yosysMostFrequentCell "dfrtp_1" \
    coreArea_um2 128000 \
    synth_area_um2 51700 \
    yosysUniqueCellTypes 69 \
    cts_resized 0 \
    ioPinCount 114 \
    r2r_slack_ns 12.36 \
    end_kind "output pin" \
    crit_family "simple AND/OR/NAND/NOR gates" \
    endpoint "read2[17]" \
    p_seq_share_pct 48.0 \
    worstPathRequired_ns 10.64 \
    top_cells_by_count "dfrtp_1 (992), mux2_2 (991), a22oi_1 (562), and3_1 (370), clkbuf_1 (269)" \
    final_antenna_net_count 0 \
    largest_reg_flops 992 \
    wl_per_cell_um 46.6 \
    synth.top_cell.area_share_pct 48.0 \
    critPathKind "in2out" \
    cts_max_path_buffers 3 \
    cts-htree-levels 3 \
    regToRegEndpoint "register_block[21][30]$_DFFE_PN0P_" \
    combPwrFrac_pct 14.7 \
    fmax_mhz 99.5 \
    status "completed" \
    cts_setup_buffers 0 \
    cts_root_buffer "clkbuf_16" \
    grt.busiest_layer "met2" \
    worst-path-max-fanout 23 \
    reg_top3 "register_block: 992 flops" \
    grt_util_all_layers_pct 46.8 \
    yosysWarnings 2 \
    cts_tree "done" \
    ys.flop_type "dfrtp_1" \
    dp_hpwl_um 182000 \
    route.vias.total 47100 \
    slowest_stage "nor4_1" \
    power.switching_mw 2.68 \
    warning_count 33 \
    r2r-start "register_block[21][30]$_DFFE_PN0P_" \
    synth_flops 992 \
    critical_path.cell_chain "buf_2 -> buf_4 -> or2_2 -> nor2_4 -> buf_4 -> a2111oi_0 -> nand3_1 -> nor4_1 -> buf_4 -> o21ai_1 -> clkdlybuf4s50_1" \
    yosys-top-cells-area "dfrtp_1 (48%), mux2_2 (22%), a22oi_1 (8.2%)" \
    grtUsageMet1_pct 60.5 \
    crit_start "addr2[1]" \
    pwr-share-clk_pct 37.3 \
]
[cell families (layout without fill, tap and decap cells)]
group                  after synthesis  in the layout  synth area share, %
AND-OR/OR-AND                      970            970                 14.1
XOR/XNOR                             8              8                0.136
buffers and inverters              484            563                 4.05
flip-flops                         992            992                 48.0
multiplexers                       999            999                 21.7
other                                0             43                    0
AND/OR/NAND/NOR                   1097           1097                 12.0
[layout by cell type (no fill, tap or decap), types with 23 or more instances in the layout]
master and instances:
nand3_1 112, a21oi_1 45, nor2_4 70, o31ai_1 28, a221oi_1 45, clkbuf_16 112, mux2_2 991, nand2_1 151
diode_2 43, clkdlybuf4s50_1 103, nor2_1 56, o21ai_1 23, dfrtp_1 992, nand4_1 122, buf_4 241, a22oi_1 562
nor4_1 56, a2111oi_0 118, and3_1 370, o21ai_0 64
[per-layer routing]
layer | share of wire (%) | up-vias
met5 | 0.057 | -
met4 | 8.3 | 18
met3 | 16 | 1514
met2 | 39 | 4253
met1 | 36 | 23800
li1 | - | 17500
[power groups by stage]
stage	combinational [mW]	sequential, mW	clock, mW
finish	1.30	4.24	3.30
global route	1.36	4.28	3.43
CTS	1.27	4.20	3.32
[through the flow]
step                util [%]  hold WS [ns]  instance area, um2  setup WS [ns]  instances
global placement        43.3         0.488               55300           3.68       6091
detailed placement      43.3         0.493               55300           3.66       6091
finish                  46.3         0.518               59300           3.25       6334
CTS                     46.3         0.514               59100           3.65       6291
floorplan                  -         0.479               51700           6.35       4550
global route            46.3         0.541               59200           3.22       6297
[layout make-up]
| cell class | count | share of cell area (%) |
|---|---|---|
| Multi-Input combinational cell | 3074 | 42.9 |
| Sequential cell | 992 | 41.9 |
| Clock buffer | 147 | 5.26 |
| Timing Repair Buffer | 356 | 4.96 |
| Tap cell | 1662 | 3.51 |
| Clock inverter | 53 | 1.22 |
| Antenna cell | 43 | 0.182 |
| Inverter | 7 | 0.0443 |
[how the worst min path moves through the flow]
stage | from | to | slack [ns] | cells past startpoint
6_report | register_block[8][14]$_DFFE_PN0P_ | register_block[8][14]$_DFFE_PN0P_ | 0.52 | 1
5_1_grt | register_block[8][9]$_DFFE_PN0P_ | register_block[8][9]$_DFFE_PN0P_ | 0.54 | 1
4_1_cts | register_block[8][14]$_DFFE_PN0P_ | register_block[8][14]$_DFFE_PN0P_ | 0.51 | 1
No activity file was given, so power comes from the tool's default toggle rates.
