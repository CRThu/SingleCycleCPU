## ./run.sh

```bash
#!/bin/bash
# OpenROAD 26Q1-2900-gdf79404cd8, Yosys 0.63+post, stock flow scripts
make -C /OpenROAD-flow-scripts/flow DESIGN_CONFIG=/design/flow/config.mk WORK_HOME=/design/flow/orfs finish
```

## ./config.mk

```make
export PLATFORM = sky130hd
export DESIGN_NAME = terminal
export DESIGN_NICKNAME = terminal
export VERILOG_FILES = /design/flow/design.v
export SDC_FILE = /design/flow/constraint.sdc
export NUM_CORES = 4
export LEC_CHECK = 1
export CORE_AREA = 10 10 70 70
export DIE_AREA = 0 0 80 80
```

## ./constraint.sdc

```tcl
current_design terminal

set clk_period 1.1
set clk_io_pct 0.2

create_clock -name clk0 -period $clk_period [get_ports {clk}]

set non_clock_inputs [all_inputs -no_clocks]
set_input_delay [expr $clk_period * $clk_io_pct] -clock clk0 $non_clock_inputs
set_output_delay [expr $clk_period * $clk_io_pct] -clock clk0 [all_outputs]
```

## ./design.v

```verilog
module terminal(
        input   wire            clk,
        input   wire            reset_n,
        input   wire            we,
        input   wire    [31:0]  addr,
        input   wire    [31:0]  data_write,
        output  reg     [7:0]   terminal_bus
);
    reg [127:0] terminal_block;
    integer i;
    always @(posedge clk or negedge reset_n)
    begin
        if(!reset_n)
        begin
            terminal_bus = 8'h0;
            terminal_block = 128'h0;
        end
        else
        begin
            if(we && (addr[31:8] == 24'h1))
            begin
                terminal_bus <= data_write[7:0];
                terminal_block <= (terminal_block << 8) + data_write[7:0];
            end
        end
    end
endmodule  
```

==> flow_metrics.tcl <==
# collected from the flow reports
set metrics [dict create \
    yosys_warnings 1 \
    clock_group_share_of_total_power 0.346 \
    topCellsByArea "dfrtp_1 (43%), mux2_4 (26%), nor4_4 (9.2%)" \
    timing_max_transition_violations_final 0 \
    synthDominantCellAreaShare 0.434 \
    r2r-start "terminal_bus[6]" \
    top_level_port_count 75 \
    critical_path.cell_chain "buf_6 > nor4b_4 > nand4_4 > nor2_8 > mux2_4" \
    largest_register_ff_count 8 \
    finalWorstSetupSlack_ps -77.5 \
    warnings 60 \
    drt_iter0_markers 8 \
    floorplan.die.width_um 80 \
    relative_slew_slack 0.774 \
    clkSinkCount 8 \
    final_hold_violations 0 \
    drcViolationCount 0 \
    cts_tree "yes" \
    ys_types 11 \
    timing.critical_path.buf_inv 1 \
    fin_crit_ps 1180 \
    leakage_power_nw 0.469 \
    maxCapViolations 0 \
    fin_worst_skew_ps 0 \
    place_congestion 0.685 \
    hold_path.class "primary input to asynchronous set/reset pin" \
    clk-insertion-delay-late_ps 260 \
    cts_max_path_buffers 2 \
    rows 21 \
    design_power_total_uw 663 \
    grt_use_total 0.0485 \
    final_wirelength_um 1530 \
    final.setup.tns_ps -603 \
    post-synth-top-area-cell "dfrtp_1" \
    via_count 400 \
    cp_top_family "simple AND/OR/NAND/NOR gates" \
    regToRegSetupSlack_ps 110 \
    antenna_cells 0 \
    synth.yosys.num_cells 26 \
    globalRoute.totalOverflow 0 \
    combGateArea_um2 299 \
    drt-wirelength-per-cell_um 12.4 \
    share_comb_of_total_power 0.210 \
    internal_power_uw 513 \
    drive_above_1_share 0.571 \
    power.share.switching 0.227 \
    smallest_hold_slack_ps 229 \
    worst-slew-pin-transition_ps 338 \
    cts_inserted_buffers 3 \
    post_synth_instance_area_um2 462 \
    fmaxAchievable_ghz 0.849 \
    die_area_um2 6400 \
    run_status "complete, but fails checks" \
    registers.top_by_ff_count "terminal_bus" \
    grt_max_degree 9 \
    pwr_density_cell_nw_per_um2 668 \
    clkTransAtPathRegs_ps 50 \
    htree_levels 1 \
    share_seq_of_total_power 0.444 \
    crit_path_max_delay_cell_type "mux2_4" \
    postSynthRegisterBits 8 \
    power_switching_uw 150 \
    port_buffers 42 \
    vias_in_the_first_global_route 474 \
    grt_first_pass_wirelength_um 2390 \
    core_area_um2 3420 \
    drt_pre_antenna_iters 3 \
    vdd_ir_drop_max_mv 0.226 \
    areaGrowthSynthToFinish_pct 115 \
    clk_root_buffer_cell "clkbuf_4" \
    fill_cells 368 \
    postRouteAntennaNets 0 \
    finalCritPeriodShare 1.07 \
    placement.setup.worst_slack_ps -735 \
    reg.largest.list "terminal_bus (8)" \
    timing_worst_setup_path_type "primary input to flop" \
    number_of_setup_violations_in_the_final_report 8 \
    seq_area_um2 200 \
    postSynthSeqShare 0.434 \
    crit_fanout 8 \
    synth_cells 26 \
    yosys_stat_area_um2 462 \
    floorplan.initialDensity 0.135 \
    endpoint_kind "flop" \
    dieHeight_um 80 \
    antenna_violations_before_repair 0 \
    via_per_inst 3.25 \
    rsz0062_at_grt "yes" \
    failed_checks "setup timing" \
    timing.critical_path.slowest_cell_delay_ps 320 \
    required_ps 1240 \
    crit_path_start_kind "primary input" \
    worst_r2r_path_depth 3 \
    worst_r2r_endpoint "terminal_bus[6]" \
    syn_area_per_cell_um2 17.8 \
    cp.arrival_ps 1320 \
]
-- layer usage --
layer	global-route usage	part of all wire	vias to the layer above
met4	0.00880	0.018	0
li1	-	-	202
met3	0.0352	0.13	3
met2	0.0666	0.43	24
met5	0	0	-
met1	0.0605	0.42	171
-- logic make-up after synthesis --
kind of cell	after synthesis	synth area share
DFF	8	0.434
muxes	8	0.260
and+or+nand+nor	10	0.306
-- layout make-up --
type                       instances  area share
tap                               46      0.0580
multi-input combinational         18       0.301
clock buffer                       3      0.0227
sequential                         8       0.202
timing repair buffer              48       0.416
-- Yosys cell counts, drive strengths merged --
master	n
dfrtp	8
mux2	8
nor4	3
nor2	2
nor4b	2
nand3	1
nand4	1
nor3	1
-- repair_timing --
item,in CTS,in global routing
hold buffers,0,0
setup endpoints to repair,16,13
cloned,0,0
buffers inserted,4,2
resized,88,12
pin swaps,10,8
-- worst reg2reg max path, delay by kind of cell (launching register included) --
| family | cells | cell delay [ps] |
|---|---|---|
| DFF | 1 | 370 |
| buffers and inverters | 2 | 250 |
| muxes | 1 | 250 |
-- worst max-delay path by stage --
stage | end | depth (start not counted) | slack, ps | startpoint
finish | terminal_bus[4] | 5 | -80 | addr[29]
global route | terminal_bus[6] | 5 | -140 | addr[29]
CTS | terminal_bus[1] | 5 | -120 | addr[19]
-- power groups by stage --
stage	clock, mW	sequential, mW	combinational [mW]
final	0.230	0.294	0.139
after global routing	0.247	0.294	0.150
after CTS	0.234	0.294	0.141
-- metrics by stage --
| stage | std cells | instance area (um^2) | util |
|---|---|---|---|
| final | 123 | 992 | 0.290 |
| after global routing | 123 | 992 | 0.290 |
| after CTS | 121 | 982 | 0.288 |
| after detailed placement | 114 | 970 | 0.284 |
| after global placement | 114 | 970 | 0.284 |
| after floorplan | 26 | 492 | - |
-- layout by cell type (no fill, tap or decap) --
cell type        synthesis  final
dfrtp_1                  8      8
clkdlybuf4s50_1          0      9
clkbuf_2                 0      4
buf_6                    0      6
nor4_4                   2      3
nor3_2                   0      1
mux2_4                   8      8
clkdlybuf4s15_1          0     12
dlygate4sd2_1            0      4
nand3_2                  1      1
buf_4                    0      6
nor2_8                   1      1
clkbuf_4                 0      3
nor2_2                   0      1
nand4_4                  1      1
buf_2                    0      7
nor4b_4                  1      2
Power and IR drop assume default switching activity.
