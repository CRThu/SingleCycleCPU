[design/flow/run.sh]
#!/bin/bash
# OpenROAD 26Q1-2900-gdf79404cd8, Yosys 0.63+post, stock flow scripts
make -C /OpenROAD-flow-scripts/flow DESIGN_CONFIG=/design/flow/config.mk WORK_HOME=/design/flow/orfs finish
[design/flow/config.mk]
export PLATFORM = sky130hd
export DESIGN_NAME = alu
export DESIGN_NICKNAME = alu
export VERILOG_FILES = /design/flow/design.v
export SDC_FILE = /design/flow/constraint.sdc
export NUM_CORES = 4
export LEC_CHECK = 1
export CORE_UTILIZATION = 40
[design/flow/constraint.sdc]
current_design alu

set clk_period 15.2
set clk_io_pct 0.2

create_clock -name clk0 -period $clk_period

set non_clock_inputs [all_inputs -no_clocks]
set_input_delay [expr $clk_period * $clk_io_pct] -clock clk0 $non_clock_inputs
set_output_delay [expr $clk_period * $clk_io_pct] -clock clk0 [all_outputs]
[design/flow/design.v]
module alu(
        input   wire    [31:0]  A,
        input   wire    [31:0]  B,
        input   wire    [2:0]   F,
        output  reg     [31:0]  Y,
        output  wire    	    zero
    );
    always@(*)
    begin 
        case(F)
            3'b000:     Y = A & B;
            3'b001:     Y = A | B;
            3'b010:     Y = A + B;
            3'b100:     Y = A << B[4:0];
            3'b101:     Y = A >> B[4:0];
            3'b110:     Y = A - B;
            3'b111:     Y = (A < B) ? 32'b1 : 32'b0;
            default:    Y = 32'hxxxxxxxx;
        endcase
    end
    assign zero = (A == B) ? 1'b1 : 1'b0;
endmodule  
==> impl_metrics.yaml <==
# yosys + openroad results
outcome:
  outcome: "complete, no violations"
setup_path:
  worstPathArrival_ns: 7.42
  path_class: "in2out"
  startpoint_type: "input port"
  worstPathRequired_ns: 12.16
  critPathMaxFanout: 68
  critPathCaptureType: "primary output"
floorplan:
  initial_utilization: 0.4132
  io_pins: 100
  fp.dieH_um: 141.7
  rows: 50
  dieArea_um2: 20080
  core_area_um2: 18890
  die_w_um: 141.7
sta:
  post-route-period-util: 0.6882
  setup_violations: 0
  fin_tns_setup_ns: 0
  setup_ws_ns: 4.740
  fmax_mhz: 95.60
  rsz0062_at_grt: "no"
  worst_slew_pin_slew_ns: 0.9639
  slew_violations: 0
  finalHoldViolCount: 0
  relSlewSlack: 0.3490
  min_period_ns: 10.46
global_route:
  grt_pass1_vias: 8811
  globalRouteOverflowTotal: 0
  grt_pass1_wl_mm: 55.62
  grt_max_degree: 77
  antenna_found_initial: 0
  grtUsageTotal: 0.3762
route:
  first_pass_iters: 5
  wl_per_cell_um: 24.77
  routed_wirelength_mm: 37.51
  insertedDiodeCount: 0
  avgViaCountPerCell: 6.402
  ant_nets: 0
  vias: 9693
  initialDrtViolationCount: 1091
  drt_drc_violations_left: 0
synth:
  ys_top_logic_family: "AND-OR/OR-AND gates"
  yosysWarnings: 1
  mux_share: 0.1192
  synth.most_common_cell: "a21oi_1"
  ys_top_cells_by_count: "a21oi_1, nor2_1, ha_1, inv_1, o21ai_0"
  yosys.area_share.adder: 0.1702
  xor_share: 0.03029
  ys_seq_share: 0
  synth_area_um2: 7807
  synth_stat.cells: 1223
  synthCells: 1223
  synthDistinctLibCells: 76
  synth-compound-area-share: 0.3825
  synth_area_per_cell_um2: 6.384
  synthTopCellsByArea: "ha_1, a21oi_1, nor2_1, mux2i_1, o21ai_0"
  synth_area_leader_cell: "ha_1"
  top_cell_area_share: 0.1651
  yosys_area_um2: 7807
  yosys.area_share.simple: 0.2016
power:
  peakVddDrop_mv: 0.01346
  leakagePower_uw: 0.003813
  p_sw_uw: 222.9
  pwr-share-clk: 0
  powerDensity_nw_per_um2: 40.95
  finalPower_uw: 363.7
  p_int_uw: 140.8
  seq_power_share: 0
  power_frac_comb: 1.000
  switching_share: 0.6129
job:
  tool_warnings: 103
  drv_cap: 0
place:
  dp_slack_ns: 4.892
  hpwl_mm: 30.09
  place_area_um2: 8881
  port_buffers: 100
  gp_congestion: 1.050
cts:
  hold_buffers: 0
  post-cts-setup-buffers: 0
  cts_resized: 0
cells_and_area:
  clockBufferCount: 0
  syn_to_final_growth_pct: 13.75
  design_area_um2: 8881
  flop_area_um2: 0
  seq_cells: 0
  drive_gt1_frac: 0.05183
worst_hold_path:
  hold_class: "in2out"
==> per-stage QoR <==
| step | utilization | std cells | hold WS (ns) |
|---|---|---|---|
| 6_report | 0.4701 | 1514 | 7.143 |
| 5_1_grt | 0.4701 | 1514 | 7.222 |
| 4_1_cts | 0.4701 | 1514 | 7.149 |
| 3_5_place_dp | 0.4701 | 1514 | 7.144 |
| 3_3_place_gp | 0.4701 | 1514 | 7.160 |
| 2_1_floorplan | - | 1223 | 6.253 |
==> cell families after synthesis <==
group | after synthesis
buffers and inverters | 189
xor gates and xnor gates | 27
adders and majority gates | 105
muxes | 79
AOI/OAI and AO/OA | 473
and+or+nand+nor | 350
==> cell usage in the layout (no fill, tap or decap), types with 22 or more instances in the layout <==
| cell type | count |
|---|---|
| a21oi_1 | 176 |
| nor2_1 | 167 |
| ha_1 | 103 |
| inv_1 | 102 |
| clkdlybuf4s50_1 | 95 |
| o21ai_0 | 91 |
| nand2_1 | 77 |
| mux2i_1 | 57 |
| a211oi_1 | 35 |
| xnor2_1 | 24 |
| o22ai_1 | 22 |
==> power by group through the flow <==
stage	clock, uW	combinational [uW]	sequential [uW]
CTS	0	353	0
global route	0	388	0
finish	0	364	0
==> worst paths after layout <==
check | cells past startpoint | slack (ns) | start | end
worst max-delay path | 15 | 4.74 | B[2] | Y[0]
worst min-delay path | 5 | 7.14 | B[0] | Y[0]
==> final cells by class <==
type,instances,area [um^2]
fill,2025,10010
multi-input combinational,1034,7059
timing repair buffer,118,1114
inverter,102,382.9
tap,260,325.3
==> worst max-delay path, cell delays in order <==
cell	delay, ns
buf_2	0.07
buf_4	0.53
inv_1	0.08
buf_4	0.32
ha_1	0.43
o21bai_1	0.27
a211oi_1	0.15
o41ai_1	0.80
a221o_2	0.33
o21ai_2	0.12
o21ai_2	0.21
a21oi_1	0.09
o221ai_1	0.40
a21oi_1	0.12
clkdlybuf4s50_1	0.43
==> routing by layer <==
layer / up-vias / wire length, um / GRT usage
met2: 566 / 15290 / 0.5328
li1: 4509 / - / -
met4: 0 / 1065 / 0.08263
met1: 4563 / 17500 / 0.5917
met5: - / 0 / 0
met3: 55 / 3645 / 0.05775
No activity file was given, so power comes from the tool's default toggle rates.
